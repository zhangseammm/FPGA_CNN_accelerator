===== design/flow/design.v =====
module cal_adder_9INT8(
    input clk,
    input signed[15:0]a0,
    input signed[15:0]a1,
    input signed[15:0]a2,
    input signed[15:0]a3,
    input signed[15:0]a4,
    input signed[15:0]a5,
    input signed[15:0]a6,
    input signed[15:0]a7,
    input signed[15:0]a8,
    output signed[17:0]dout 
   );
    wire signed [17:0]a0_d1;
	wire signed [17:0]a1_d1;
	wire signed [17:0]a2_d1;
	wire signed [17:0]a3_d1;
	wire signed [17:0]a4_d1;
	wire signed [17:0]a5_d1;
	wire signed [17:0]a6_d1;
	wire signed [17:0]a7_d1;
	wire signed [17:0]a8_d1;
    reg signed [17:0]b0_d2;
	reg signed [17:0]b1_d2;
	reg signed [17:0]b2_d2;
    reg [17:0]dout_r;
    assign dout=dout_r;
    assign a0_d1={a0[15],a0[15],a0[15:0]};
    assign a1_d1={a1[15],a1[15],a1[15:0]};
    assign a2_d1={a2[15],a2[15],a2[15:0]};
    assign a3_d1={a3[15],a3[15],a3[15:0]};
    assign a4_d1={a4[15],a4[15],a4[15:0]};
    assign a5_d1={a5[15],a5[15],a5[15:0]};
    assign a6_d1={a6[15],a6[15],a6[15:0]};
    assign a7_d1={a7[15],a7[15],a7[15:0]};
    assign a8_d1={a8[15],a8[15],a8[15:0]};
    always@(posedge clk)begin
        b0_d2<=a0_d1+a1_d1+a2_d1;
        b1_d2<=a3_d1+a4_d1+a5_d1;
        b2_d2<=a6_d1+a7_d1+a8_d1;
        dout_r<=b0_d2+b1_d2+b2_d2;
    end
endmodule

===== design/flow/run.sh =====
#!/bin/bash
# OpenROAD 26Q1-2900-gdf79404cd8, Yosys 0.63+post, stock flow scripts
make -C /OpenROAD-flow-scripts/flow DESIGN_CONFIG=/design/flow/config.mk WORK_HOME=/design/flow/orfs finish

===== design/flow/config.mk =====
export PLATFORM = sky130hd
export DESIGN_NAME = cal_adder_9INT8
export DESIGN_NICKNAME = cal_adder_9INT8
export VERILOG_FILES = /design/flow/design.v
export SDC_FILE = /design/flow/constraint.sdc
export NUM_CORES = 4
export LEC_CHECK = 1
export CORE_UTILIZATION = 30

===== design/flow/constraint.sdc =====
current_design cal_adder_9INT8

set clk_period 5.8
set clk_io_pct 0.2

create_clock -name clk0 -period $clk_period [get_ports {clk}]

set non_clock_inputs [all_inputs -no_clocks]
set_input_delay [expr $clk_period * $clk_io_pct] -clock clk0 $non_clock_inputs
set_output_delay [expr $clk_period * $clk_io_pct] -clock clk0 [all_outputs]

==> results.sh <==
# source this file to load flow results
export IMPL_vias_per_cell=4.57
export IMPL_cts_made_buffers=9
export IMPL_hold_buffers=0
export IMPL_post_cts_buffers=0
export IMPL_yosysWarnings=1
export IMPL_power_density_mw_per_mm2=534
export IMPL_hold_class="reg2reg"
export IMPL_final_comb_area_mm2=0.00418
export IMPL_routabilityCongestion=0.816
export IMPL_aoi_share_pct=17.5
export IMPL_antenna_found_initial=0
export IMPL_period_used_pct=67.9
export IMPL_slew_headroom_pct=64.7
export IMPL_fp_util_pct=30.8
export IMPL_cp_required_ns=6.00
export IMPL_clk_pin_slew_ns=0.05
export IMPL_rrSetupSlack_ns=3.27
export IMPL_ys_top_cells_by_count="dfxtp_1, fa_1, ha_1"
export IMPL_ys_top_logic_family="adder cells"
export IMPL_syn_inst=563
export IMPL_fin_skew_ns=0.00456
export IMPL_most_common_cell="dfxtp_1"
export IMPL_core_region_area_mm2=0.0188
export IMPL_io_buffer_count=162
export IMPL_ys_flops=72
export IMPL_yosys_cells=563
export IMPL_cp_arrival_ns=4.14
export IMPL_grt_max_degree=12
export IMPL_chipWidth_um=141
export IMPL_finalWirelength_mm=12.3
export IMPL_clkLatencyLatePin_ns=0.33
export IMPL_slew_viol_final=0
export IMPL_simple_gate_area_share_pct=8.90
export IMPL_edf_count=0
export IMPL_area_growth_pct=38.1
export IMPL_yosysTopAreaCell="dfxtp_1"
export IMPL_status="complete, no violations"
export IMPL_worst_pin_slew_ns=0.526
export IMPL_leakage_nw=3.35
export IMPL_cts_sinks=72
export IMPL_hold_violations=0
export IMPL_synth_distinct_cells=52
export IMPL_n_antenna_cell=0
export IMPL_grtUsageTotal_pct=13.1
export IMPL_drc=0
export IMPL_dr_pass1_iters=6
export IMPL_wire_per_inst_um=12.4
export IMPL_synth_area_per_cell_um2=10.3
export IMPL_synth_area_mm2=0.00579
export IMPL_drive_gt1_share_pct=3.67
export IMPL_drtIter0Drc=219
export IMPL_post_dp_hpwl_mm=10.7
export IMPL_die_y_um=141
export IMPL_rsz0062_at_grt="no"
export IMPL_globalRouteOverflowTotal=0
export IMPL_drv_cap=0
export IMPL_fmax_mhz=254
export IMPL_chipArea_mm2=0.0199
export IMPL_synthTopCellsByArea="dfxtp_1, fa_1, ha_1"
export IMPL_setup_viol=0
export IMPL_ys_sh_xor_pct=8.16
export IMPL_cts_tree="done"
export IMPL_vdd_ir_drop_max_v=0.000348
export IMPL_clockRootBuffer="clkbuf_16"
export IMPL_num_vias=4546
export IMPL_ff_type="dfxtp_1"
export IMPL_ff_latch_area_mm2=0.00144
export IMPL_end_kind="flop"
export IMPL_ant_nets=0
export IMPL_ys_seq_share_pct=24.9
export IMPL_yosysTopAreaCellShare_pct=24.9
export IMPL_fin_tns_setup_ns=0
export IMPL_grt_pass1_vias=4353
export IMPL_grt_first_pass_wirelength_mm=20.3
export IMPL_critPathKind="in2reg"
export IMPL_post_cts_resized=0
export IMPL_final_cell_count_no_fill=995
export IMPL_yosys_area_mm2=0.00579
export IMPL_warnings=25
export IMPL_n_fill_cell=1820
export IMPL_ys_sh_mux_pct=0
export IMPL_cp_max_fo=3
export IMPL_clock_path_buffers=2
export IMPL_async_reset_ff_share_pct=0
export IMPL_cts_htree_levels=3
export IMPL_startpoint_type="input pin"
export IMPL_period_needed_ns=3.94
export IMPL_rows=50
export IMPL_ioPinCount=163
export IMPL_adder_share_pct=37.7
export IMPL_placedCellCount=979
-- power breakdown --
| part | total, mW | leakage (nW) | switching (mW) | internal [mW] |
|---|---|---|---|---|
| clock network | 0.509 | 0.145 | 0.187 | 0.322 |
| registers | 0.906 | 0.607 | 0.122 | 0.783 |
| logic | 2.86 | 2.60 | 1.47 | 1.39 |
-- cell usage in the layout (no fill, tap or decap), types with 9 or more instances in the layout --
master           instances
fa_1                    69
dfxtp_1                 72
a21o_1                  20
a31oi_1                 10
clkbuf_16                9
inv_1                   39
o21ai_0                 24
nand3_1                 13
xor2_1                  15
ha_1                    64
nand2_1                 37
nor2_1                  19
a21oi_1                 45
clkdlybuf4s50_1        162
xnor2_1                 39
-- final timing paths --
path                               start          to  cells after the start
worst max-delay path               a0[1]   b0_d2[15]                     10
worst min-delay path            b2_d2[0]   dout_r[0]                      3
worst max register to register  b0_d2[1]  dout_r[17]                     10
worst min register to register  b2_d2[0]   dout_r[0]                      3
-- routing by layer --
metal	GRT usage, %	up-vias	routed length, um
li1	-	2316	-
met1	19.1	2084	5580
met2	21.7	140	5870
met3	2.66	6	785
met4	0.686	0	65
met5	0	-	0
-- registers in the layout, summed over array words and instances, names as in the netlist --
register and cells:
b2_d2 18, dout_r 18, b1_d2 18, b0_d2 18
-- final cells by class --
class | instances | share of cell area (%)
multi-input cells | 446 | 52.3
repair buffers | 162 | 20.3
flip-flops and latches | 72 | 18.0
well taps | 260 | 4.07
clock buffers | 13 | 3.38
inverters | 39 | 1.83
clock inverters | 3 | 0.188
-- metrics by stage --
stage | area [um2] | hold WS, ns | setup WS (ns) | utilization [%] | total power, mW
after floorplan | 5790 | 0.549 | 2.27 | - | 3.02
after global placement | 7720 | 0.555 | 1.58 | 41.0 | 3.81
after detailed placement | 7720 | 0.560 | 1.57 | 41.0 | 3.80
after CTS | 8000 | 0.567 | 1.89 | 42.5 | 4.34
after global routing | 8000 | 0.620 | 1.73 | 42.5 | 4.76
final | 8000 | 0.563 | 1.86 | 42.5 | 4.28
-- critical path, stage by stage --
cell	delay, ns
clkdlybuf4s50_1	0.43
fa_1	0.49
ha_1	0.24
fa_1	0.40
a21oi_1	0.25
o21ai_0	0.17
a41o_1	0.33
a221oi_2	0.30
o21ai_0	0.20
xor2_1	0.17
-- cell families (layout without fill, tap and decap cells) --
| family | after synthesis | after routing |
|---|---|---|
| compound gates | 152 | 152 |
| xor+xnor | 54 | 54 |
| buf+inv | 45 | 217 |
| fa+ha+maj | 133 | 133 |
| simple gates | 107 | 107 |
| flops | 72 | 72 |
Power is estimated from default activity; no workload was simulated.
