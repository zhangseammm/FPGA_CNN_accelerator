==> config.mk <==
export PLATFORM = sky130hd
export DESIGN_NAME = cal_scale_multi
export DESIGN_NICKNAME = cal_scale_multi
export VERILOG_FILES = /design/flow/design.v
export SDC_FILE = /design/flow/constraint.sdc
export NUM_CORES = 4
export LEC_CHECK = 1
export CORE_UTILIZATION = 30
==> constraint.sdc <==
current_design cal_scale_multi

set clk_period 11.8
set clk_io_pct 0.2

create_clock -name clk0 -period $clk_period [get_ports {clk}]

set non_clock_inputs [all_inputs -no_clocks]
set_input_delay [expr $clk_period * $clk_io_pct] -clock clk0 $non_clock_inputs
set_output_delay [expr $clk_period * $clk_io_pct] -clock clk0 [all_outputs]
==> design.v <==
module cal_scale_multi(
	input clk,
	input signed [15:0] din,
	input signed [15:0] scale_M0,
	output reg signed [31:0] dout
);
	reg signed [15:0] din_d;
	reg signed [15:0] scale_d;
	reg signed [31:0] dout_t;
	always@(posedge clk) begin
		din_d<=din;
		scale_d<=scale_M0;
		dout_t<=din_d*scale_d;
		dout<=dout_t;
	end
endmodule
==> run.sh <==
#!/bin/bash
# OpenROAD 26Q1-2900-gdf79404cd8, Yosys 0.63+post, stock flow scripts
make -C /OpenROAD-flow-scripts/flow DESIGN_CONFIG=/design/flow/config.mk WORK_HOME=/design/flow/orfs finish
==> deck_impl_summary.md <==
Run Summary

Run status
  – Status: completed

GRT
  – Gr usage total: 14.76%
  – Number of global-route vias before repair: 8466
  – First-pass GRT wire length: 43220 um
  – Initial antenna violation count: 0
  – Remaining Overflow, GRT: 0
  – Largest net degree at the start of global routing: 17

Logic synthesis
  – Most used DFF post-synth: dfxtp_1
  – Flops after synth: 96
  – Yosys top cell area share: 44.80%
  – Ys async rst share: 0%
  – Yosys cell count: 1170
  – Cell variety after synth: approximately 42
  – Yosys synthesis warning count: 1
  – Post-synth seq share: 16.41%
  – Mapped Avg Cell Area: approximately 10 um^2
  – Synth Cell Area: 11710 um^2
  – Top cells by area: fa_1, dfxtp_1, inv_1
  – YS chip area: 11710 um^2
  – Syn Inst Count: 1170
  – Yosys top cell by area: fa_1
  – Number of enable flip-flop cells: 0

Timing
  – Max_slew headroom: 49.00%
  – Tmin final: between 6 and 7 ns
  – Final hold viol count: 0
  – Worst Tran Pin Value: 0.7639 ns
  – Max-slew violation count: 0
  – Final setup viols: 0
  – Setup Skew: 0.005160 ns
  – RSZ-0062 raised after global routing: no
  – TNS Setup: 0 ns
  – Peak Freq: 0.1520 GHz
  – Final hold slack: 0.3241 ns
  – Final worst path period share: 55.76%

Route
  – Drt pass-1 iters: 5
  – Drt total wl: 24990 um
  – Vias/cell: 4.338
  – Ant. Diodes: 0
  – 1st-iter DRT viols: 266
  – Drt drc: 0
  – Vias: 7505
  – DR WL/cell: 14.45 um
  – Antenna Nets Post-Route: 0

Setup path
  – Flop-to-flop setup slack: around 5.2 ns
  – R2R depth: 21
  – CP endpoint kind: flop
  – Worst setup startpoint: scale_d[7]
  – Reg2Reg Launch Point: scale_d[7]
  – Startpoint types: flop
  – CP max FO: 16
  – R2r endpoint: dout_t[29]
  – CP required: 12.05 ns
  – Worst EP arrival: 6.83 ns
  – Critical path type: flop to flop

Floorplanning
  – I/O pin total: ~65
  – Die area: 39820 um^2
  – Core region area: approximately 38000 um^2
  – Die Ht: 199.6 um
  – DIE WIDTH: 199.6 um
  – Row count: between 70 and 80
  – Floorplan core density: 30.80%

Layout
  – Post-Route Utilization: between 30 and 40%
  – Final non-filler cell total: 1730
  – Area Growth Syn to Fin: 12.53%
  – Fillcell total: 3843
  – Share of layout cells above drive strength 1: 2.133%

Min path
  – Worst Hold Launch: dout_t[0]
  – Worst Hold Path EP: dout[0]
  – Hold Path Stages: 0
  – HP Class: flop to flop

Job
  – Count of tool warnings: 25
  – Max-cap violations: 0

Clock network
  – Resize count post-CTS: 0
  – Htree depth: 3
  – Clock sinks: 96
  – Worst skew pair latency: between 0.3 and 0.4 ns
  – Maximum clock path buffer count: 2
  – TritonCTS Buffers: 9
  – CTS tree: yes
  – Setup Fix Bufs, Post-CTS: 0
  – Root buf cell: clkbuf_16
  – Cts hold-fix bufs: 0
  – Clk slew on worst S/H paths: ~0.07 ns

Placed design
  – Buffers on Ports: 64
  – DP Cell Count: approximately 1700
  – DP HPWL: 20090 um
  – Placer congestion estimate: 0.8743
-- cells in the final DEF, fill, tap and decap left out, drive strengths merged, types with 25 or more instances in the layout --
| cell | n |
|---|---|
| inv | 288 |
| fa | 262 |
| nand2 | 132 |
| and2 | 122 |
| dfxtp | 96 |
| ha | 82 |
| clkdlybuf4s50 | 64 |
| xnor2 | 27 |
| a21oi | 26 |
| nor2 | 25 |
-- worst max-delay path, cell delays in order (launching register included) --
cell and delay [ns]:
dfxtp_1 0.81, nand2_1 0.18, fa_1 0.57, inv_1 0.05
fa_1 0.50, inv_1 0.06, fa_1 0.53, inv_1 0.05
fa_1 0.45, fa_1 0.49, inv_1 0.05, fa_1 0.47
inv_1 0.04, ha_1 0.37, and4_1 0.30, nand2_1 0.23
o31a_1 0.46, o211ai_2 0.26, a41oi_2 0.22, a21oi_1 0.22
nor3_2 0.06, xnor2_1 0.12
-- cell families (layout without fill, tap and decap cells) --
kind of cell	after synthesis	in the layout	share of synthesized area [%]
buf+inv	321	370	10.32
simple gates	306	306	13.08
xor+xnor	36	36	2.693
flops	96	96	16.41
fa+ha+maj	344	344	53.56
compound gates	67	67	3.932
-- synth_stat cells (all sizes together), types with 2 or more instances --
library cell and count:
a21oi 26, nor3b 2, o21bai 3, and2 122, o21a 6, o21ai 10
a21boi 2, dfxtp 96, nand3 5, inv 287, fa 262, a31oi 2
xnor2 27, nor3 3, buf 3, nor2 25, nand2b 4, nor2b 5
nand4 4, clkbuf 31, xor2 9, o211ai 2, ha 82, nand2 132
o31ai 2, a21o 8
-- flip-flops by register name, indices dropped and copies added (netlist names) --
signal and flops:
din_d 16, dout_t 32, dout 32, scale_d 16
-- worst max-delay path by stage --
stage                        end
final                 dout_t[29]
after global routing  dout_t[29]
after CTS             dout_t[29]
-- routing by layer --
| layer | part of all wire (%) | global-route usage (%) |
|---|---|---|
| met5 | 0 | 0 |
| met4 | 2.4 | 2.799 |
| met3 | 6.2 | 4.304 |
| met2 | 47 | 23.50 |
| met1 | 44 | 20.76 |
-- area by class of cell --
type	instances	area (um^2)	area share [%]
Timing Repair Buffer	67	663.1	5.033
Multi-Input combinational cell	753	8578	65.10
Tap cell	511	639.4	4.852
Sequential cell	96	1922	14.59
Clock buffer	10	229.0	1.738
Clock inverter	6	67.56	0.5128
Inverter	287	1077	8.176
-- through the flow --
step                cell area (um^2)  worst slack (ns)
detailed placement             12880             5.213
global route                   13180             4.838
global placement               12880             5.257
floorplan                      11710             6.096
finish                         13180             5.220
CTS                            13180             5.195
