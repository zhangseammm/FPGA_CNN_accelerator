==> /design/flow/design.v <==
module cal_satu_INT16_INT8(
    input clk,
	input [15:0] data_in,
	output reg [7:0] data_out
   );
    wire [15:0] data_in_d;
    assign data_in_d=data_in;
always@(posedge clk) begin
    if( data_in_d[15]==1'b0&&(data_in_d[14:7]!=2'b0000_000))
         data_out<=8'b0111_1111;
    else if(data_in_d[15]==1'b1&&(data_in_d[14:7]!=2'b1111_111))
         data_out<=8'b1000_0000;
    else
         data_out<=data_in_d[7:0];
end
endmodule
module cal_satu_INT18_INT16(
    input clk,
	input [17:0] data_in,
	output reg [15:0] data_out
   );
    wire [17:0] data_in_d;
    assign data_in_d=data_in;
always@(posedge clk) begin
    if( data_in_d[17]==1'b0&&(data_in_d[16:15]!=2'b00))begin
            data_out<=16'b0111_1111_1111_1111;
    end
    else if(data_in_d[17]==1'b1&&(data_in_d[16:15]!=2'b11))
            data_out<=16'b1000_0000_0000_0000;
    else
         data_out<=data_in_d[15:0];
end
endmodule
module cal_scale(
	input clk,
	input signed [15:0] din,
	input [3:0] shift,
	output signed [15:0] dout
   );
	cal_scale_shift u_cal_scale_shift
	(
		.clk(clk),
		.din(din),
		.shift(shift),
		.dout(dout)
	);
endmodule
module cal_scale_shift(
    input clk,
    input signed[15:0]din,
    input [3:0]shift,
    output signed[15:0]dout
   );
    wire zero_flag;
    wire after_flag;
    wire pn_flag;
    reg signed[15:0]dout_temp;
    assign even_odd_flag=din[shift];
    assign after_flag=din[shift-1];
    assign zero_flag=(((din<<(17-shift))==0)?0:1);
    assign pn_flag=din[15];
    always@(posedge clk) begin
        dout_temp<=(din>>>shift);
    end
    assign dout= (((!after_flag)&&pn_flag)||(after_flag&&zero_flag&&!pn_flag)||(after_flag&&(!zero_flag)&&even_odd_flag&&pn_flag))?(dout_temp+1):dout_temp;
endmodule
module module_quan( 
    	input clk,
	input signed [17:0] din,
    input [3:0] shift,
	input [7:0] zero_point,
	output [7:0] dout
   );
wire signed [15:0]after_satu_INT16;
wire signed [15:0]after_scale_INT16;
wire signed [7:0]after_satu_INT8;
cal_satu_INT18_INT16 u_cal_satu_INT18_INT16
    (
    .clk(clk),                     
    .data_in(din),                 
    .data_out(after_satu_INT16)    
);
cal_scale u_cal_scale
    (
    .clk(clk),             
    .din(after_satu_INT16),             
    .shift(shift),         
    .dout(after_scale_INT16)            
);
cal_satu_INT16_INT8 u_cal_satu_INT16_INT8
    (
    .clk(clk),             
    .data_in(after_scale_INT16),     
    .data_out(after_satu_INT8)    
);
assign dout=after_satu_INT8+zero_point;
endmodule
==> /design/flow/run.sh <==
#!/bin/bash
# OpenROAD 26Q1-2900-gdf79404cd8, Yosys 0.63+post, stock flow scripts
make -C /OpenROAD-flow-scripts/flow DESIGN_CONFIG=/design/flow/config.mk WORK_HOME=/design/flow/orfs finish
==> /design/flow/config.mk <==
export PLATFORM = sky130hd
export DESIGN_NAME = module_quan
export DESIGN_NICKNAME = module_quan
export VERILOG_FILES = /design/flow/design.v
export SDC_FILE = /design/flow/constraint.sdc
export NUM_CORES = 4
export LEC_CHECK = 1
export CORE_UTILIZATION = 50
==> /design/flow/constraint.sdc <==
current_design module_quan

set clk_period 5.6
set clk_io_pct 0.2

create_clock -name clk0 -period $clk_period [get_ports {clk}]

set non_clock_inputs [all_inputs -no_clocks]
set_input_delay [expr $clk_period * $clk_io_pct] -clock clk0 $non_clock_inputs
set_output_delay [expr $clk_period * $clk_io_pct] -clock clk0 [all_outputs]
==> impl_metrics.env <==
# source this file to load flow results
export IMPL_clk_path_buf_depth=2
export IMPL_grt_max_degree=37
export IMPL_startpoint_type="primary input"
export IMPL_ys_sh_xor_pct=4.58
export IMPL_cts_hold_buf=0
export IMPL_drv_slew=0
export IMPL_leakage_nw=1.49
export IMPL_vias=2946
export IMPL_area_growth_pct=15.7
export IMPL_grt_met3_usage_pct=3.46
export IMPL_cp_max_fo=2
export IMPL_hold_slack_ns=0.553
export IMPL_edf_count=0
export IMPL_diodes=0
export IMPL_slew_headroom_pct=61.4
export IMPL_skew_ns=0.00918
export IMPL_maxCapViolCount=0
export IMPL_top_cells_by_area="dfxtp_1 25%, nor2_1 8.3%, mux4_2 8.3%"
export IMPL_first_iter_violations=107
export IMPL_r2r_slack_ns=2.76
export IMPL_ff_type="dfxtp_1"
export IMPL_num_fill_cells=555
export IMPL_p_per_area_mw_per_mm2=234
export IMPL_yosys_stat_chipArea_mm2=0.00325
export IMPL_finalCriticalPeriod_ns=4.54
export IMPL_async_flop_share_pct=0
export IMPL_die_area_mm2=0.00683
export IMPL_top_usage_layer="met2"
export IMPL_ioPinCount=39
export IMPL_setup_viol=0
export IMPL_crit_path_end_kind="output port"
export IMPL_vias_per_cell=5.61
export IMPL_required_ns=4.48
export IMPL_ys_flops=40
export IMPL_synth_cell_types=66
export IMPL_num_rows=29
export IMPL_htree_levels=2
export IMPL_ys_cells=421
export IMPL_ys_top_cells_by_count="72 x nor2_1, 44 x a21oi_1, 40 x dfxtp_1"
export IMPL_ys_sh_adder_pct=4.46
export IMPL_power_uw=882
export IMPL_finalHoldViolations=0
export IMPL_synthesis_area_mm2=0.00325
export IMPL_wirelength_um=7430
export IMPL_most_common_cell="nor2_1"
export IMPL_peakVddDrop_uv=135
export IMPL_cts_root_buf="clkbuf_8"
export IMPL_warning_count=26
export IMPL_gr_usage_all_layers_pct=23.9
export IMPL_hp_class="reg2reg"
export IMPL_die_h_um=82.7
export IMPL_post_route_period_util_pct=81.1
export IMPL_grt_pass1_vias=2528
export IMPL_drt_pass1_iter_count=4
export IMPL_portBuffers=38
export IMPL_core_mm2=0.00631
export IMPL_worst_slew_pin_slew_ns=0.573
export IMPL_cts_repair_resized=0
export IMPL_drc_errors=0
export IMPL_aoi_share_pct=24.0
export IMPL_ant_nets=0
export IMPL_die_w_um=82.7
export IMPL_cts_clk_slew_worst_paths_ns=0.07
export IMPL_cts_setup_buffers=0
export IMPL_setup_tns_ns=0
export IMPL_yosys_area_share_simple_pct=24.3
export IMPL_synthMuxAreaShare_pct=12.5
export IMPL_grtUsageMet1_pct=33.9
export IMPL_synth_top_cell_area_share_pct=24.6
export IMPL_synth_warnings=5
export IMPL_clk_latency_ns=0.29
export IMPL_synth_area_per_cell_um2=7.73
export IMPL_wire_per_inst_um=14.1
export IMPL_rsz0062_at_grt="false"
export IMPL_setup_slack_ns=1.06
export IMPL_seq_area_frac_synth_pct=24.6
export IMPL_cts_sinks=40
export IMPL_grt_pass1_wl_um=12100
export IMPL_cp_arrival_ns=3.42
export IMPL_gp_congestion=0.945
export IMPL_netlist_instances=421
export IMPL_gr_total_overflow=0
export IMPL_antenna_found_initial=0
export IMPL_cts_buffers=5
export IMPL_dp_hpwl_um=5740
export IMPL_criticalPathCategory="in2out"
export IMPL_globalRouteMet2Util_pct=38.0
export IMPL_max_freq_mhz=220
export IMPL_dp_worst_setup_slack_ns=1.03
export IMPL_fp_util_pct=51.5
export IMPL_outcome="finished, final reports clean"
export IMPL_cts_tree="built"
export IMPL_drive_gt1_share_pct=10.5
export IMPL_synthTopLogicFamily="simple AND/OR/NAND/NOR gates"
export IMPL_yosys_area_top_type="dfxtp_1"
[power by group]
part,internal [mW],switching (mW),total (mW)
Clock,0.132,0.0919,0.224
Sequential,0.315,0.0336,0.349
Combinational,0.158,0.151,0.310
[final timing paths]
path	start	cells after the start	endpoint
worst max-delay path	zero_point[1]	10	dout[7]
worst min-delay path	u_cal_scale.u_cal_scale_shift.dout_temp[5]	2	u_cal_satu_INT16_INT8.data_out[5]
worst max register to register	u_cal_satu_INT18_INT16.data_out[4]	9	u_cal_satu_INT16_INT8.data_out[0]
worst min register to register	u_cal_scale.u_cal_scale_shift.dout_temp[5]	2	u_cal_satu_INT16_INT8.data_out[5]
[worst max-delay path: stages]
cell and delay (ns):
clkdlybuf4s50_1 0.42, ha_1 0.30, a21o_1 0.18, a21oi_1 0.23, o21bai_1 0.10, a21oi_1 0.22, o21bai_1 0.09, a21oi_1 0.17
xnor2_1 0.13, clkdlybuf4s50_1 0.47
[area by class of cell]
class / instances / area (um2) / area share [%]
Tap cell: 77 / 96.3 / 2.56
Clock inverter: 2 / 35.0 / 0.931
Multi-Input combinational cell: 338 / 2270 / 60.3
Timing Repair Buffer: 43 / 418 / 11.1
Sequential cell: 40 / 801 / 21.3
Inverter: 19 / 71.3 / 1.89
Clock buffer: 6 / 72.6 / 1.93
[flip-flops by register name, summed over array words and instances, names as in the netlist]
name / count
u_cal_scale.u_cal_scale_shift.dout_temp: 16
u_cal_satu_INT18_INT16.data_out: 16
u_cal_satu_INT16_INT8.data_out: 8
[cell usage in the layout, fill, tap and decap left out, types with 5 or more instances in the layout]
cell,n
nand2_1,39
a21oi_1,44
o21ai_0,17
mux2i_1,9
nor2_1,72
buf_4,5
clkbuf_8,5
nor3_1,12
a211oi_1,6
ha_1,10
xnor2_1,8
dfxtp_1,40
inv_1,16
nand3_1,8
mux4_2,12
and3_1,5
o21ai_1,9
nor2b_1,7
xor2_1,9
clkdlybuf4s50_1,38
[metrics by stage]
step	instances	instance area, um2	utilization (%)
after floorplan	421	3250	-
after global placement	517	3660	57.9
after detailed placement	517	3660	57.9
after CTS	525	3760	59.6
after global routing	525	3760	59.6
final	525	3760	59.6
[kinds of logic (layout without fill, tap and decap cells)]
logic type                 Yosys count  in the layout
and+or+nand+nor                    170            170
DFF                                 40             40
adders and majority gates           11             11
xor gates and xnor gates            17             17
muxes                               25             25
AOI/OAI and AO/OA                  115            115
buffers and inverters               43             70
[metal layers]
metal | part of all wire [%] | vias up
met5 | 0 | -
met1 | 45 | 1278
met4 | 3.7 | 0
met3 | 4.9 | 22
li1 | - | 1551
met2 | 46 | 95
